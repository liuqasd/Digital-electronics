**./run.sh**
```bash
#!/bin/bash
# OpenROAD 26Q1-2900-gdf79404cd8, Yosys 0.63+post, stock flow scripts
make -C /OpenROAD-flow-scripts/flow DESIGN_CONFIG=/design/flow/config.mk WORK_HOME=/design/flow/orfs finish
```
**./config.mk**
```make
export PLATFORM = sky130hd
export DESIGN_NAME = ly_2257_6
export DESIGN_NICKNAME = ly_2257_6
export VERILOG_FILES = /design/flow/design.v
export SDC_FILE = /design/flow/constraint.sdc
export NUM_CORES = 4
export LEC_CHECK = 1
export CORE_AREA = 10 10 96 96
export DIE_AREA = 0 0 106 106
```
**./constraint.sdc**
```tcl
current_design ly_2257_6

set clk_period 1.9
set clk_io_pct 0.2

create_clock -name clk0 -period $clk_period [get_ports {clkin}]

set non_clock_inputs [all_inputs -no_clocks]
set_input_delay [expr $clk_period * $clk_io_pct] -clock clk0 $non_clock_inputs
set_output_delay [expr $clk_period * $clk_io_pct] -clock clk0 [all_outputs]
```
**./design.v**
```verilog
module ly_2257_6(Ain,Bin,clkin,rst,cnt,codeout,A,B);
input Ain;
input Bin;
input clkin;
input rst;
output A;
output B;
output [3:0]cnt;
output [6:0]codeout; 
	ly_2257_6_1 ly6_1(Ain,Bin,rst,clkin,cnt,A,B);
	ly_2257_6_2 ly6_2(cnt,codeout);
endmodule
module ly_2257_6_1(Ain,Bin,rst,clkin,cnt,A,B);
input Ain;
input Bin;
input clkin;
input rst;
output reg [3:0]cnt;
output reg A;
output reg B;
	wire Apedge,Anedge,entcnt,entcnt1;
	reg [3:0]tcnt;
	reg tcnt_full;
	reg [3:0]tcnt1;
	reg tcnt1_full;
	reg A_reg0,A_reg1; 
	reg B_reg0,B_reg1;
	reg Ain_reg0,Ain_reg1;
	reg Bin_reg0,Bin_reg1;
	parameter MAXN = 4'd10; 
always @(posedge clkin or negedge rst)
begin
	if(!rst)
	begin
		Ain_reg0 <= 0;
		Ain_reg1 <= 0;
		Bin_reg0 <= 0;
		Bin_reg1 <= 0;
	end
	else
	begin
			Ain_reg0 <= Ain;
			Ain_reg1 <= Ain_reg0;
			Bin_reg0 <= Bin;
			Bin_reg1 <= Bin_reg0;
	end
end
assign entcnt  = Ain_reg0 ^ Ain_reg1;  
assign entcnt1 = Bin_reg0 ^ Bin_reg1;  
always @(posedge clkin or negedge rst)
begin
	if(!rst)
	begin
		tcnt <= 0;
		tcnt_full <= 0;
	end
	else 
	begin
		if(entcnt)
		begin
			tcnt <= 0;
			tcnt_full <= 0;
		end
		else if(tcnt < MAXN)
			tcnt <= tcnt + 1;
		else if(tcnt == MAXN)
		begin
			tcnt <= tcnt + 1;
			tcnt_full <= 1;
		end
		else
		begin
			tcnt <= tcnt;
			tcnt_full <= 0;
		end
	end
end
always @(posedge clkin or negedge rst)
begin
	if(!rst)
	begin
		tcnt1 <= 0;
		tcnt1_full <= 0;
	end
	else 
	begin
		if(entcnt1)
		begin
			tcnt1 <= 0;
			tcnt1_full <= 0;
		end
		else if(tcnt1 < MAXN)
			tcnt1 <= tcnt1 + 1;
		else if(tcnt1 == MAXN)
		begin
			tcnt1 <= tcnt1 + 1;
			tcnt1_full <= 1;
		end
		else
		begin
			tcnt1 <= tcnt1;
			tcnt1_full <= 0;
		end
	end
end
always @(posedge clkin or negedge rst)
begin
	if(!rst)
		A <= 0;
	else
		if(tcnt_full)
			A <= Ain_reg1;
		else
			A <= A;
end
always @(posedge clkin or negedge rst)
begin
	if(!rst)
		B <= 0;
	else
		if(tcnt1_full)
			B <= Bin_reg1;
		else
			B <= B;
end
always @(posedge clkin or negedge rst)
begin
	if(!rst)
	begin
		A_reg0 <= 1'b0;
		A_reg1 <= 1'b0;
		B_reg0 <= 1'b0;
		B_reg0 <= 1'b0;
	end
	else
	begin
		A_reg0 <= A;
		A_reg1 <= A_reg0;
		B_reg0 <= B;
		B_reg1 <= B_reg0;
	end
end
assign Apedge = A_reg0 & (!A_reg1); 
assign Anedge = (!A_reg0) & A_reg1; 
always @(posedge Apedge or negedge rst)
begin
	if(!rst)	cnt <= 0;
	else
	begin
		if(B_reg0 == 1'b0)
		begin
			if(cnt < 4'd9)
				cnt <= cnt + 1'b1;
			else if(cnt == 4'd9)
				cnt <= cnt;
			else
				cnt <= 0;
		end
		else
		begin
			if(cnt > 4'd0)
				cnt <= cnt - 1;
			else if(cnt == 1'b0)
				cnt <= cnt;
			else 
				cnt <= 0;
		end
	end
end
endmodule
module ly_2257_6_2(cnt,codeout);
input [3:0]cnt;
output reg[6:0]codeout;
always@(cnt)
	begin
		case(cnt)
		4'd0:codeout <= 7'b1111110;
		4'd1:codeout <= 7'b0110000;
		4'd2:codeout <= 7'b1101101;
		4'd3:codeout <= 7'b1111001;
		4'd4:codeout <= 7'b0110011;
		4'd5:codeout <= 7'b1011011;
		4'd6:codeout <= 7'b1011111;
		4'd7:codeout <= 7'b1110000;
		4'd8:codeout <= 7'b1111111;
		4'd9:codeout <= 7'b1111011;
		default: codeout <= 7'bx;
		endcase
	end
endmodule
```
==> flow_metrics.py <==
# Flow results
metrics = {
    "global_route": {
        "grt_overflow": 0,
        "grt_max_degree": 24,
        "grt_pass1_wl_um": 3808,
        "grt_pass1_vias": 799,
        "grt_antenna_before_repair": 0,
        "grt.total_usage_pct": 3.791,
    },
    "clocking": {
        "numCtsBuffers": 3,
        "htreeDepth": 1,
        "cts_tree": "yes",
        "post_cts_resized": 0,
        "cts.path.max_buffers": 2,
        "root_buffer": "clkbuf_8",
        "clk_pin_slew_ns": 0.06,
        "worst_skew_pair.late_latency_ns": 0.25,
        "post_cts_buffers": 0,
        "cts_hold_buf": 0,
    },
    "final_timing": {
        "fin_skew_ns": 0.001119,
        "rsz0062_at_grt": "no",
        "setup-tns-final_ns": 0,
        "slew_violations": 0,
        "hold_viol": 0,
        "finalClockPeriodUsage_pct": 78.84,
        "slew_headroom_pct": 64.86,
        "final-setup-viol-count": 0,
        "unclocked_pins": 4,
        "worst_slew_pin_slew_ns": 0.5271,
        "fmaxAchievable_mhz": 667.6,
        "untimed_endpoints": 15,
        "period_needed_ns": 1.498,
    },
    "route": {
        "antenna_left": 0,
        "initialDrtViolationCount": 31,
        "drt-total-wl_um": 2274,
        "vias": 922,
        "diodes": 0,
        "wl_per_cell_um": 9.282,
        "dr.pass1.iters": 4,
        "viasPerCell": 3.763,
        "drc_errors": 0,
    },
    "logic_synthesis": {
        "yosysWarnings": 2,
        "synth.avg_cell_area_um2": 9.738,
        "ys_cells": 129,
        "ys.flops": 23,
        "synthCells": 129,
        "synth_area_mm2": 0.001256,
        "yosys_area_mm2": 0.001256,
        "ys_seq_share_pct": 45.82,
        "synthDistinctLibCells": 25,
    },
    "critical_path": {
        "crit_type": "register to primary output",
        "reg2reg_depth": 6,
        "endpoint_kind": "primary output",
        "worst_setup_path_start_kind": "register",
        "worst-endpoint-arrival_ns": 1.12,
        "cp_num_cells": 1,
        "cp_slowest_cell": "clkdlybuf4s50_1",
        "cp_num_buf_inv": 1,
        "crit_family": "buffers and inverters",
        "crit_chain": "clkdlybuf4s50_1",
        "cp.required_ns": 1.52,
        "path_max_fanout": 3,
        "slowest_delay_ns": 0.49,
    },
    "hold_path": {
        "whs_path_depth": 0,
        "hold_class": "register to register",
    },
    "die": {
        "initCoreUtil_pct": 17.41,
        "core_area_mm2": 0.007214,
        "dieWidth_um": 106,
        "num_rows": 31,
        "pin_count": 17,
        "die_h_um": 106,
        "dieArea_mm2": 0.01124,
    },
    "cells_and_area": {
        "fillers": 798,
        "drive_gt1_share_pct": 4.110,
        "area_growth_pct": 25.20,
    },
    "pwr": {
        "p_per_area_mw_per_mm2": 576.8,
        "p_clk_share_pct": 29.5,
        "pwr-share-seq_pct": 54.0,
        "internal-power_mw": 0.6709,
        "p_sw_share_pct": 26.05,
        "switching_power_mw": 0.2363,
        "comb_power_share_pct": 16.5,
        "p_leak_nw": 0.6452,
        "ir_worst_vdd_mv": 0.3572,
        "total_power_mw": 0.9072,
    },
    "run": {
        "warning_count": 33,
        "drv_cap": 0,
    },
    "placed_design": {
        "place.gp.congestion": 0.7930,
        "port_buffers": 16,
        "dpl.hpwl_um": 1659,
    },
    "outcome": {
        "status": "completed",
    },
}
==> final cells by class <==
class	instances	area (um2)	area share, %
flip-flops and latches	23	575.6	36.60
inverters	8	30.03	1.909
repair buffers	17	167.7	10.66
clock buffers	4	45.04	2.864
multi-input cells	94	630.6	40.10
well taps	99	123.9	7.876
==> path summary, 6_finish.rpt <==
kind,from,to,slack (ns)
worst min register to register,ly6_1.A_reg0,ly6_1.A_reg1,0.37
worst min-delay path,ly6_1.A_reg0,ly6_1.A_reg1,0.37
max in group asynchronous,rst,ly6_1.tcnt[0],1.21
min in group asynchronous,rst,ly6_1.tcnt[3],0.47
worst max register to register,ly6_1.tcnt[0],ly6_1.tcnt[0],0.63
worst max-delay path,ly6_1.A,A,0.40
==> layer usage <==
layer / GRT usage [%] / vias up / share of wire, %
li1: - / 482 / -
met1: 5.922 / 420 / 54
met2: 4.726 / 18 / 38
met3: 1.590 / 2 / 7.7
met4: 0.5803 / 0 / 0.44
met5: 0 / - / 0
==> cells in the final DEF, fill, tap and decap left out <==
cell type,instances
mux2_2,2
nor3_1,3
clkdlybuf4s50_1,16
a21o_1,2
o211ai_1,2
a21oi_1,18
buf_4,1
nand3b_1,5
inv_1,8
clkbuf_1,1
nand3_1,4
a211oi_1,1
nand2_1,7
dfrtp_1,23
nand4bb_1,1
xnor2_1,2
o21ai_0,5
nand2b_1,8
a31oi_1,2
nor2_1,9
mux2i_1,1
nor2b_1,4
clkbuf_8,3
ha_1,11
or3_1,1
a311oi_1,3
nand4b_1,1
xor2_1,2
==> sequential cells by signal (all words and copies together) (netlist names) <==
name              count
ly6_1.A               1
ly6_1.A_reg0          1
ly6_1.A_reg1          1
ly6_1.Ain_reg0        1
ly6_1.Ain_reg1        1
ly6_1.B               1
ly6_1.B_reg0          1
ly6_1.Bin_reg0        1
ly6_1.Bin_reg1        1
ly6_1.cnt             4
ly6_1.tcnt            4
ly6_1.tcnt1           4
ly6_1.tcnt1_full      1
ly6_1.tcnt_full       1
==> synth_stat cells <==
master      n  area [um2]
a211oi_1    1       7.510
a31oi_1     2       12.51
nand3_1     4       20.02
a311oi_1    3       26.28
or3_1       1       6.260
o21ai_0     5       25.02
nor2_1      9       33.78
nand2b_1    8       50.05
inv_1       8       30.03
nand3b_1    5       37.54
buf_2       4       20.02
mux2_2      2       22.52
o211ai_1    2       15.01
xnor2_1     2       17.52
mux2i_1     1       10.01
a21oi_1    18       90.09
xor2_1      2       17.52
a21o_1      2       15.01
nand4bb_1   1       11.26
dfrtp_1    23       575.6
nand2_1     7       26.28
nor3_1      3       15.01
nand4b_1    1       8.760
nor2b_1     4       25.02
ha_1       11       137.6
==> power groups by stage <==
| stage | Clock (mW) | Sequential [mW] | Combinational, mW |
|---|---|---|---|
| CTS | 0.284 | 0.489 | 0.152 |
| global route | 0.302 | 0.496 | 0.170 |
| finish | 0.268 | 0.490 | 0.149 |
==> logic make-up after synthesis <==
kind of cell               synth area share (%)
AOI/OAI and AO/OA                         15.24
xor gates and xnor gates                  2.789
adders and majority gates                 10.96
buffers and inverters                     3.984
DFF                                       45.82
muxes                                     2.590
and+or+nand+nor                           18.63
==> per-stage QoR <==
| stage | std cells | util, % | hold slack [ns] | worst slack [ns] | instance area [um2] |
|---|---|---|---|---|---|
| 3_5_place_dp | 241 | 21.18 | 0.3622 | 0.6493 | 1528 |
| 4_1_cts | 245 | 21.80 | 0.3780 | 0.3873 | 1573 |
| 3_3_place_gp | 241 | 21.18 | 0.3569 | 0.6657 | 1528 |
| 6_report | 245 | 21.80 | 0.3703 | 0.4020 | 1573 |
| 5_1_grt | 245 | 21.80 | 0.3854 | 0.3447 | 1573 |
| 2_1_floorplan | 129 | - | 0.08441 | 0.7391 | 1256 |
Power is estimated from default activity; no workload was simulated.
