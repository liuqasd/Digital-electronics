==> flow/design.v <==
module yxt_2497_7(clk_in,rst,auto,Key,clk_out,codeout,beep,low,middle);
input 		clk_in; 
input 		rst; 
input			auto; 
input [13:0]Key;
output wire [7:0]	codeout;  
output wire	clk_out; 
output wire beep;
output wire [6:0]low;
output wire [6:0]middle;
yxt_2497_7_3 play(
						.clk_in(clk_in),
						.rst(rst),
						.auto(auto),
						.Key(Key) ,
						.clk_out(clk_out),
						.codeout(codeout),
						.low(low),
						.beep(beep),
						.middle(middle)
						);
endmodule
module yxt_2497_7_1(clk_in,rst,clk_div);   
parameter NUM_DIV = 2;      
input       clk_in;         
input       rst;
output reg  clk_div;        
reg [19:0]  count;          
always@(posedge clk_in or negedge rst)
begin
	if(!rst)
	begin
		count   <= 0;
		clk_div <= 0;
	end
	else
	begin
		if(count >= NUM_DIV)
		begin
			clk_div <= !clk_div;
			count   <= 0;
		end
		else
			count   <= count + 1;
	end
end
endmodule
module yxt_2497_7_2(clk_in,Key,codeout);   
input clk_in;         
input [13:0] Key;     
output reg [7:0] codeout;
always@ (clk_in or Key)
begin
	     if(Key[0] == 1)
				codeout = 8'b0000_0110;     
	else if(Key[1] == 1)
				codeout = 8'b0101_1011;     
	else if(Key[2] == 1)
				codeout = 8'b0100_1111;     
	else if(Key[3] == 1)
				codeout = 8'b0110_0110;     
	else if(Key[4] == 1)
				codeout = 8'b0110_1101;     
	else if(Key[5] == 1)
				codeout = 8'b0111_1100;     
	else if(Key[6] == 1)
				codeout = 8'b0000_0111;     
	else if(Key[7] == 1)
				codeout = 8'b1000_0110;     
	else if(Key[8] == 1)
				codeout = 8'b1101_1011;     
	else if(Key[9] == 1)
				codeout = 8'b1100_1111;     
	else if(Key[10] == 1)
				codeout = 8'b1110_0110;     
	else if(Key[11] == 1)
				codeout = 8'b1110_1101;     
	else if(Key[12] == 1)
				codeout = 8'b1111_1100;     
	else if(Key[13] == 1) 
				codeout = 8'b1000_0111;     
	else    
         	codeout = 8'b0011_1111;	    
end
endmodule
module yxt_2497_7_3(clk_in,rst,auto,Key,clk_out,beep,codeout,low,middle);
input clk_in;    
input rst;       
input auto;      
input [13:0]  Key;      
output  reg  clk_out;     
output [7:0] codeout;     
output  reg  beep;
output wire [6:0] low;   
output wire [6:0] middle;     
reg [13:0] tone;            
yxt_2497_7_1 #(6*3882/2) l1(clk_in,rst,low[0]);
yxt_2497_7_1 #(6*3405/2) l2(clk_in,rst,low[1]);
yxt_2497_7_1 #(6*3033/2) l3(clk_in,rst,low[2]);
yxt_2497_7_1 #(6*2863/2) l4(clk_in,rst,low[3]);
yxt_2497_7_1 #(6*2551/2) l5(clk_in,rst,low[4]);
yxt_2497_7_1 #(6*2272/2) l6(clk_in,rst,low[5]);
yxt_2497_7_1 #(6*2025/2) l7(clk_in,rst,low[6]);
yxt_2497_7_1 #(6*1991/2) m1(clk_in,rst,middle[0]);
yxt_2497_7_1 #(6*1702/2) m2(clk_in,rst,middle[1]);
yxt_2497_7_1 #(6*1516/2) m3(clk_in,rst,middle[2]);
yxt_2497_7_1 #(6*1431/2) m4(clk_in,rst,middle[3]);
yxt_2497_7_1 #(6*1275/2) m5(clk_in,rst,middle[4]);
yxt_2497_7_1 #(6*1136/2) m6(clk_in,rst,middle[5]);
yxt_2497_7_1 #(6*1012/2) m7(clk_in,rst,middle[6]);
yxt_2497_7_1 #(6*250000/2)d4(.clk_in(clk_in), .rst(rst), .clk_div(clk_4HZ)); 
reg [7:0] count;
always @(posedge clk_4HZ or negedge rst)   
begin
	if(!rst)
		count   <= 0;
	else
	begin
		if(auto)
		begin
			if(count == 201)
				count <= 0;
			else
				count <= count + 1'b1;
		end
	end
end
always @(posedge clk_in or negedge rst)
begin
	if(!rst)
		tone <= 0;
	else
	begin
		if(!auto)
			begin
				tone <= Key;
			end
		else
		begin
		case(count)               
				 1: tone <= 14'b000_0000_000_0000; 
				 2: tone <= 14'b000_0000_000_0000; 
				 3: tone <= 14'b000_0000_000_0000; 
				 4: tone <= 14'b000_0000_000_0000; 
				 5: tone <= 14'b000_0000_000_0000; 
				 6: tone <= 14'b000_0000_001_0000; 
				 7: tone <= 14'b000_0100_001_0000; 
				 8: tone <= 14'b000_0100_000_0100; 
				 9: tone <= 14'b000_0000_001_0000; 
				10: tone <= 14'b000_0001_000_0000; 
				11: tone <= 14'b000_0001_000_0000; 
				12: tone <= 14'b000_0001_000_0000; 
				13: tone <= 14'b000_0001_000_0000; 
				14: tone <= 14'b000_0000_000_0000; 
				15: tone <= 14'b000_0000_000_0000; 
				16: tone <= 14'b000_0000_010_0000; 
				17: tone <= 14'b000_0000_010_0000; 
				18: tone <= 14'b000_0001_000_0000; 
				19: tone <= 14'b000_0001_000_0000; 
				20: tone <= 14'b000_0000_001_0000; 
				21: tone <= 14'b000_0000_001_0000; 
				22: tone <= 14'b000_0000_001_0000; 
	    		23: tone <= 14'b000_0000_001_0000; 
				24: tone <= 14'b000_0000_000_0000; 
				25: tone <= 14'b000_0000_000_0000; 
				26: tone <= 14'b000_0000_010_0000; 
				27: tone <= 14'b000_0000_010_0000; 
				28: tone <= 14'b000_0000_000_0001; 
				29: tone <= 14'b000_0000_000_0010; 
				30: tone <= 14'b000_0000_000_0100; 
				31: tone <= 14'b000_0000_000_0100; 
				32: tone <= 14'b000_0000_000_0010; 
				33: tone <= 14'b000_0000_000_0001; 
				34: tone <= 14'b000_0000_000_0000; 
				35: tone <= 14'b000_0000_000_0010; 
				36: tone <= 14'b000_0000_000_0010; 
				37: tone <= 14'b000_0000_000_0010; 
				38: tone <= 14'b000_0000_000_0010; 
				39: tone <= 14'b000_0000_010_0000; 
				40: tone <= 14'b000_0000_010_0000; 
				41: tone <= 14'b000_0000_000_0100; 
				42: tone <= 14'b000_0000_001_0000; 
				43: tone <= 14'b000_0001_000_0000; 
				44: tone <= 14'b000_0001_000_0000; 
				45: tone <= 14'b000_0001_000_0000; 
				46: tone <= 14'b000_0000_100_0000; 
				47: tone <= 14'b000_0000_100_0000; 
				48: tone <= 14'b000_0000_000_0000; 
				49: tone <= 14'b000_0000_010_0000; 
				50: tone <= 14'b000_0000_010_0000; 
				51: tone <= 14'b000_0001_000_0000; 
				52: tone <= 14'b000_0001_000_0000; 
				53: tone <= 14'b000_0000_010_0000; 
				54: tone <= 14'b000_0000_010_0000; 
				55: tone <= 14'b000_0000_010_0000; 
				56: tone <= 14'b000_0000_010_0000; 
				57: tone <= 14'b000_0000_000_0000; 
				58: tone <= 14'b000_0000_000_0000; 
				59: tone <= 14'b000_0000_010_0000; 
				60: tone <= 14'b000_0000_010_0000; 
				61: tone <= 14'b000_0000_000_0010; 
				62: tone <= 14'b000_0000_000_0100; 
				63: tone <= 14'b000_0000_000_1000; 
				64: tone <= 14'b000_0000_000_1000; 
				65: tone <= 14'b000_0000_000_1000; 
				66: tone <= 14'b000_0000_000_0000; 
				67: tone <= 14'b000_0000_000_0001; 
				68: tone <= 14'b000_0000_000_0001; 
				69: tone <= 14'b000_0000_000_0001; 
				70: tone <= 14'b000_0000_000_0001; 
				71:tone <= 14'b000_0000_000_0001;
				72:tone <= 14'b000_0000_000_0001;
				73:tone <= 14'b000_0000_000_0001;
				74:tone <= 14'b000_0000_000_0001; 
			endcase	
	   end
	end
end
always@(clk_in or tone)       
begin
	case(tone)
		14'b000_0000_000_0000: clk_out <= 0;
		14'b000_0000_000_0001: clk_out <= low[0];
		14'b000_0000_000_0010: clk_out <= low[1];
		14'b000_0000_000_0100: clk_out <= low[2];
		14'b000_0000_000_1000: clk_out <= low[3];
		14'b000_0000_001_0000: clk_out <= low[4];
		14'b000_0000_010_0000: clk_out <= low[5];
		14'b000_0000_100_0000: clk_out <= low[6];
		14'b000_0001_000_0000: clk_out <=   middle[0];
		14'b000_0010_000_0000: clk_out <=   middle[1];
		14'b000_0100_000_0000: clk_out <=   middle[2];
		14'b000_1000_000_0000: clk_out <=   middle[3];
		14'b001_0000_000_0000: clk_out <=   middle[4];
		14'b010_0000_000_0000: clk_out <=   middle[5];
		14'b100_0000_000_0000: clk_out <=   middle[6];
	endcase
end
always @(clk_in or clk_out)
begin
	beep <= clk_out;
end
yxt_2497_7_2 show(
					   .clk_in(clk_in),
					   .Key(tone),
				   	.codeout(codeout)
				     );
endmodule
==> flow/run.sh <==
#!/bin/bash
# OpenROAD 26Q1-2900-gdf79404cd8, Yosys 0.63+post, stock flow scripts
make -C /OpenROAD-flow-scripts/flow DESIGN_CONFIG=/design/flow/config.mk WORK_HOME=/design/flow/orfs finish
==> flow/config.mk <==
export PLATFORM = sky130hd
export DESIGN_NAME = yxt_2497_7
export DESIGN_NICKNAME = yxt_2497_7
export VERILOG_FILES = /design/flow/design.v
export SDC_FILE = /design/flow/constraint.sdc
export NUM_CORES = 4
export LEC_CHECK = 1
export CORE_UTILIZATION = 50
==> flow/constraint.sdc <==
current_design yxt_2497_7

set clk_period 2.8
set clk_io_pct 0.2

create_clock -name clk0 -period $clk_period [get_ports {clk_in}]

set non_clock_inputs [all_inputs -no_clocks]
set_input_delay [expr $clk_period * $clk_io_pct] -clock clk0 $non_clock_inputs
set_output_delay [expr $clk_period * $clk_io_pct] -clock clk0 [all_outputs]
==> results.txt <==
Status on the layout run. The final antenna diode tally reported by the flow is 0. In this run the number of H-tree levels came out at 2. The final hold violation count recorded for this run is 2.

Slew of the pin with the lowest slew margin landed at roughly 800 ps. The clock passes through at most 3 buffers. The worst register-to-register path begins at play.l1.count[0]. At the floorplan stage, the core utilization is reported as 51.45%. The number of hold buffers added after CTS was 0. The worst setup path is launched from a flip-flop.

The tightest hold path in the finished design has a slack of -6.084 ps. Count of tool warnings landed at ~50. The detail route stage leaves a number of antenna-violating nets equal to 0.

Via density per instance landed at about 5.0. The via count of the first global-routing pass was between 9000 and 10000. Between the synthesized netlist and the finished layout, the area growth was recorded as 17.26%.

After the first detailed-routing iteration, the DRC count stood at about 760. Footprint of the multi-input gates landed at around 6400 um2. Number of max-slew violations in the final report landed at 0. Looking at the gate-level netlist, the highest instance count belongs to sky130_fd_sc_hd__dfrtp_1. The setup path with the least slack is of type reg -> out. Total I/O pin count landed at slightly above 40. Clock tree synthesis selected as its root buffer the cell sky130_fd_sc_hd__clkbuf_16. In this run the critical path is formed by buf_4 -> a21oi_1 -> o31ai_1 -> a21o_1 -> a21oi_1 -> clkdlybuf4s50_1.

11 endpoints have no timing constraint. The post-route utilization of the core is recorded as roughly 60%. Recorded from the global router log, the overflow total was 0. Residual DRC count landed at 0. Headroom to the max-slew limit landed at between 40 and 50%. Broken down by cell family, the worst path's largest delay share belongs to buffers and inverters. Vertical die size landed at 175.0 um.

Of all cell types, the one taking the most synthesized area is sky130_fd_sc_hd__dfrtp_1. Per the post-synthesis stats, the area per cell is approximately 10 um2. The checks that failed: negative hold slack. The synthesis report gives the async set-or-reset register share as between 90 and 100%. Clock latency of the later-clocked register in the worst-skew pair landed at around 510 ps.

After global routing, the most crowded layer is met1. Timing-limited maximum frequency landed at approximately 0.37 GHz. Horizontal die size landed at 175.0 um. The final timing report derives a shortest allowable period of roughly 2700 ps. Share of cells above drive strength 1 landed at 8.313%.

In the Yosys report the total cell count is 1434. Yosys mapped the design onto ~70 distinct sky130hd cell types. Number of filler cells placed in the layout landed at roughly 2300. Detailed placement ended at an HPWL of about 18 mm.

First-pass GRT wire length landed at about 47 mm. Clock buffer count from CTS landed at 37. Count of unclocked register or latch pins landed at 9. Per the detail_route report, routed wire per instance is 13.81 um. The commonest cells after synthesis are sky130_fd_sc_hd__dfrtp_1 (337), sky130_fd_sc_hd__nor2_1 (268), sky130_fd_sc_hd__xor2_1 (113). Endpoint arrival time on the critical path landed at about 2100 ps. In this design, the critical path's most frequently occurring cell is sky130_fd_sc_hd__a21oi_1. At the worst endpoint, the required time is roughly 2200 ps. Net switching power landed at between 0.002 and 0.0025 W. The layout report lists the combined flip-flop and latch area as between 8000 and 9000 um2. Across every metal layer, demand over resource in global routing totals 19.89%. Number of warning messages in the yosys log landed at 18. Met2 global-route usage landed at between 20 and 30%. For met1 alone, demand over resource in global routing was 35.14%. Share of the synthesized area in the top cell type landed at between 50% and 60%. Tracing the worst setup path back leads to its startpoint at play.tone[10]. Total wire length landed at about 28 mm. The slowest stage of the critical path belongs to the cell sky130_fd_sc_hd__clkdlybuf4s50_1. Power density over the cells landed at 591.8 nW/um2. The post-synth count of flops with an enable pin is 0. Final cycle utilization of the critical path landed at 96.12%. The area recorded from the Yosys report for this design is ~15000 um2. Total core area landed at 29090 um2. Proportion of total power due to net switching landed at between 20% and 30%. In the final report, the number of endpoints failing setup comes to 0. Largest net degree at the start of global routing landed at around 77. Maximum cell stage delay along the critical path landed at around 500 ps.

The timing report notes that buffer and inverter cells on the critical path total 2. Per the OpenROAD floorplan log, the area of the die is around 31000 um2. Number of buffers added on ports landed at around 40. After synthesis the netlist holds a flip-flop and latch count of between 300 and 400. Sum of internal, switching and leakage power landed at 0.01039 W. Per the run summary, max-cap violations total 0. Initial antenna violation count landed at 0.

The final route contains roughly 10000 vias. Static leakage landed at roughly 7.6 nW. Global routing consumed, on the met3 layer, about 3.5% of the routing resources. Summing every instance area after synthesis gives between 10000 and 15000 um2. The worst hold path belongs to the class in -> async. Total internal power landed at about 0.0081 W. Among all flip-flop cells after synthesis, the most frequent one is sky130_fd_sc_hd__dfrtp_1. The power report attributes to the clock group a share of 46.7%. The flow ran to the end, but the final reports show violations. Combinational cells account for approximately 4.6% of the total power. After floorplanning, the core was divided into a little over 60 placement rows. Iteration count of the initial detailed-routing pass landed at 8.

TritonCTS built the clock tree. Clock skew on the completed layout was measured at 11.15 ps. After technology mapping, the gate count stands at roughly 1400. On the reported timing paths, the clock transition at the registers reads 60 ps.

The highest supply drop recorded on VDD is around 0.42 mV. STA classifies the critical path endpoint as an output port. The main area contributors are sky130_fd_sc_hd__dfrtp_1 (56%), sky130_fd_sc_hd__nor2_1 (6.7%), sky130_fd_sc_hd__xor2_1 (6.6%), sky130_fd_sc_hd__xnor2_1 (3.7%), sky130_fd_sc_hd__nand3_1 (3.2%). Of the total power, registers draw roughly half.

Maximum fanout count along the critical path landed at 5. At the end of routability-driven placement, the weighted congestion stood at just under 0.9.
-- power by group through the flow --
| stage | Combinational (W) | Sequential [W] | Clock [W] |
|---|---|---|---|
| global route | 0.000551 | 0.00508 | 0.00520 |
| CTS | 0.000480 | 0.00506 | 0.00501 |
| finish | 0.000483 | 0.00506 | 0.00485 |
-- worst paths after layout --
| path | endpoint | slack, ps | depth (start not counted) |
|---|---|---|---|
| min reg2reg | play.l7.count[0] | 480 | 1 |
| max in group asynchronous | play.l4.count[13] | 1960 | 2 |
| min | play.m3.count[2] | -6 | 1 |
| max | codeout[3] | 110 | 6 |
| min in group clk0 | play.l7.count[0] | 480 | 1 |
| max reg2reg | play.l1.clk_div | 430 | 8 |
-- layout make-up --
| type | count | area share (%) |
|---|---|---|
| clock inverter | 17 | 0.9483 |
| sequential | 338 | 48.17 |
| multi-input combinational | 1073 | 36.61 |
| clock buffer | 49 | 6.175 |
| tap | 384 | 2.738 |
| inverter | 57 | 1.219 |
| timing repair buffer | 78 | 4.135 |
-- layout by cell type, fill, tap and decap left out, drive strengths merged, types with 12 or more instances in the layout --
cell and count:
clkdlybuf4s50 35, a21oi 27, xor2 113, buf 39
and3 32, clkbuf 49, conb 97, xnor2 64
dfrtp 337, nand4 20, a31oi 15, ha 36
inv 58, nor3 23, o21ai 28, nand3 96
nand2 82, clkinv 12, nor2 268, nor4 29
-- timing repair --
item                                    in CTS  in global routing
endpoints found under the hold margin        0                  0
pin swaps                                    5                  5
resized                                     19                 10
gates cloned                                 0                  0
setup buffers                                5                  7
endpoints found under the setup margin       6                  6
-- cell families (layout without fill, tap and decap cells) --
logic type                 after synthesis  in the layout  share of synthesized area [%]
buffers and inverters                  119            201                          3.511
latches                                  1              1                         0.1003
other                                    1             97                        0.02506
AOI/OAI and AO/OA                      145            145                          6.638
and+or+nand+nor                        614            614                          19.72
muxes                                    4              4                         0.2843
DFF                                    337            337                          56.35
xor gates and xnor gates               177            177                          10.36
adders and majority gates               36             36                          3.010
-- through the flow --
| step | instances | setup WS, ps | instance area [um2] | hold WS, ps | TNS [ps] |
|---|---|---|---|---|---|
| after CTS | 1989 | 0.01821 | 17450 | 15.21 | 0 |
| after detailed placement | 1918 | 162.9 | 16120 | 477.1 | 0 |
| after global placement | 1918 | 139.5 | 16120 | 473.4 | 0 |
| after global routing | 1996 | -3.519 | 17550 | 32.14 | -3.519 |
| final | 1996 | 108.6 | 17550 | -6.084 | 0 |
| after floorplan | 1530 | 641.6 | 15330 | 264.4 | 0 |
-- worst reg2reg max path: cells and delay by family, from the launching register on --
kind	cells	cell delay, ps
compound gates	4	1090
flops	1	390
simple gates	1	280
xor+xnor	1	220
fa+ha+maj	1	180
buf+inv	1	60
-- per-layer routing --
metal	routed length (um)	share of wire, %
met3	1333	4.8
met5	0	0
met2	11850	43
met1	13910	50
met4	462	1.7
No activity file was given, so power comes from the tool's default toggle rates.
