===== flow/config.mk =====
export PLATFORM = sky130hd
export DESIGN_NAME = ly_2257_7
export DESIGN_NICKNAME = ly_2257_7
export VERILOG_FILES = /design/flow/design.v
export SDC_FILE = /design/flow/constraint.sdc
export NUM_CORES = 4
export LEC_CHECK = 1
export CORE_UTILIZATION = 30

===== flow/constraint.sdc =====
current_design ly_2257_7

set clk_period 4.3
set clk_io_pct 0.2

create_clock -name clk0 -period $clk_period [get_ports {clk_in}]

set non_clock_inputs [all_inputs -no_clocks]
set_input_delay [expr $clk_period * $clk_io_pct] -clock clk0 $non_clock_inputs
set_output_delay [expr $clk_period * $clk_io_pct] -clock clk0 [all_outputs]

===== flow/design.v =====
module ly_2257_7(clk_in,rst,auto,Key,clk_out,clk_out2,codeout,low,middle);
input 		clk_in; 
input 		rst; 
input			auto; 
input [13:0]Key;
output wire [7:0]	codeout;  
output wire	clk_out;		 
output wire clk_out2;	 
output wire [6:0]low;
output wire [6:0]middle;
ly_2257_7_3 play(
	.clk_in(clk_in),
	.rst(rst),
	.auto(auto),
	.Key(Key) ,
	.clk_out(clk_out),
	.codeout(codeout),
	.low(low),
	.clk_out2(clk_out2),
	.middle(middle)
);
endmodule
module ly_2257_7_1(clk_in,rst,clk_div);   
parameter NUM_DIV = 2;      
input       clk_in;         
input       rst;
output reg  clk_div;        
reg [19:0]  count;          
always@(posedge clk_in or negedge rst)
begin
	if(!rst)
		begin
			count   <= 0;
			clk_div <= 0;
		end
	else
		begin
			if(count >= NUM_DIV)
			begin
				clk_div <= !clk_div;
				count   <= 0;
			end
			else
				count   <= count + 1;
		end
end
endmodule
module ly_2257_7_2(clk_in,Key,codeout);   
input clk_in;         
input [13:0] Key;     
output reg [7:0] codeout;
always@ (clk_in or Key)
	begin
		if(Key[0] == 1)
			codeout = 8'b0000_0110;     
		else if(Key[1] == 1)
			codeout = 8'b0101_1011;     
		else if(Key[2] == 1)
			codeout = 8'b0100_1111;     
		else if(Key[3] == 1)
			codeout = 8'b0110_0110;     
		else if(Key[4] == 1)
			codeout = 8'b0110_1101;     
		else if(Key[5] == 1)
			codeout = 8'b0111_1100;     
		else if(Key[6] == 1)
			codeout = 8'b0000_0111;     
		else if(Key[7] == 1)
			codeout = 8'b1000_0110;     
		else if(Key[8] == 1)
			codeout = 8'b1101_1011;     
		else if(Key[9] == 1)
			codeout = 8'b1100_1111;     
		else if(Key[10] == 1)
			codeout = 8'b1110_0110;     
		else if(Key[11] == 1)
			codeout = 8'b1110_1101;     
		else if(Key[12] == 1)
			codeout = 8'b1111_1100;     
		else if(Key[13] == 1) 
			codeout = 8'b1000_0111;     
		else    
			codeout = 8'b0011_1111;	    
	end
endmodule
module ly_2257_7_3(clk_in,rst,auto,Key,clk_out,clk_out2,codeout,low,middle);
input clk_in;    
input rst;       
input auto;      
input [13:0]  Key;      
output reg   clk_out;    
output reg   clk_out2;	 
output [7:0] codeout;    
output wire  [6:0] low;   	  
output wire  [6:0] middle;   
reg [13:0] tone;             
ly_2257_7_1 #(6*3882/2) l1(clk_in,rst,low[0]);
ly_2257_7_1 #(6*3405/2) l2(clk_in,rst,low[1]);
ly_2257_7_1 #(6*3033/2) l3(clk_in,rst,low[2]);
ly_2257_7_1 #(6*2863/2) l4(clk_in,rst,low[3]);
ly_2257_7_1 #(6*2551/2) l5(clk_in,rst,low[4]);
ly_2257_7_1 #(6*2272/2) l6(clk_in,rst,low[5]);
ly_2257_7_1 #(6*2025/2) l7(clk_in,rst,low[6]);
ly_2257_7_1 #(6*1991/2) m1(clk_in,rst,middle[0]);
ly_2257_7_1 #(6*1702/2) m2(clk_in,rst,middle[1]);
ly_2257_7_1 #(6*1516/2) m3(clk_in,rst,middle[2]);
ly_2257_7_1 #(6*1431/2) m4(clk_in,rst,middle[3]);
ly_2257_7_1 #(6*1275/2) m5(clk_in,rst,middle[4]);
ly_2257_7_1 #(6*1136/2) m6(clk_in,rst,middle[5]);
ly_2257_7_1 #(6*1012/2) m7(clk_in,rst,middle[6]);
ly_2257_7_1 #(6*250000/2)d4(.clk_in(clk_in), .rst(rst), .clk_div(clk_4HZ)); 
reg [7:0] count;
always @(posedge clk_4HZ or negedge rst)   
begin
	if(!rst)
		count   <= 0;
	else
	begin
		if(auto)
		begin
			if(count == 61)	
				count <= 0;
			else
				count <= count + 1'b1;
		end
	end
end
always @(posedge clk_in or negedge rst)
begin
	if(!rst)
		tone <= 0;
	else
	begin
		if(!auto)	tone <= Key;
		else
		begin
			case(count)              
					 1: tone <= 14'b000_0000_000_0000; 
					 2: tone <= 14'b000_0100_000_0000; 
					 3: tone <= 14'b001_0000_000_0000; 
					 4: tone <= 14'b000_0100_000_0000; 
					 5: tone <= 14'b000_0010_000_0000; 
					 6: tone <= 14'b000_0100_000_0000; 
					 7: tone <= 14'b001_0000_000_0000; 
					 8: tone <= 14'b000_0100_000_0000; 
					 9: tone <= 14'b000_0010_000_0000; 
					10: tone <= 14'b000_0010_000_0000; 
					11: tone <= 14'b001_0000_000_0000; 
					12: tone <= 14'b000_0100_000_0000; 
					13: tone <= 14'b000_0010_000_0000; 
					14: tone <= 14'b000_0100_000_0000; 
					15: tone <= 14'b001_0000_000_0000; 
					16: tone <= 14'b000_0010_000_0000; 
					17: tone <= 14'b000_0001_000_0000; 
					18: tone <= 14'b000_0001_000_0000; 
					19: tone <= 14'b000_0001_000_0000; 
					20: tone <= 14'b000_0010_000_0000; 
					21: tone <= 14'b000_0100_000_0000; 
					22: tone <= 14'b010_0000_000_0000; 
					23: tone <= 14'b010_0000_000_0000; 
					24: tone <= 14'b000_0100_000_0000; 
					25: tone <= 14'b000_0010_000_0000; 
					26: tone <= 14'b000_0010_000_0000; 
					27: tone <= 14'b000_0010_000_0000; 
					28: tone <= 14'b000_0001_000_0000; 
					29: tone <= 14'b000_0010_000_0000; 
					30: tone <= 14'b000_0100_000_0000; 
					31: tone <= 14'b000_0100_000_0000; 
					32: tone <= 14'b001_0000_000_0000; 
					33: tone <= 14'b000_0100_000_0000; 
					34: tone <= 14'b001_0000_000_0000; 
					35: tone <= 14'b001_0000_000_0000; 
					36: tone <= 14'b000_0100_000_0000; 
					37: tone <= 14'b000_0010_000_0000; 
					38: tone <= 14'b000_0100_000_0000; 
					39: tone <= 14'b001_0000_000_0000; 
					40: tone <= 14'b000_0100_000_0000; 
					41: tone <= 14'b000_0010_000_0000; 
					42: tone <= 14'b000_0100_000_0000; 
					43: tone <= 14'b001_0000_000_0000; 
					44: tone <= 14'b000_0100_000_0000; 
					45: tone <= 14'b000_0000_001_0000; 
					46: tone <= 14'b010_0000_000_0000; 
					47: tone <= 14'b010_0000_000_0000; 
					48: tone <= 14'b000_0100_000_0000; 
					49: tone <= 14'b000_0100_000_0000; 
					50: tone <= 14'b000_0100_000_0000; 
					51: tone <= 14'b000_0010_000_0000; 
					52: tone <= 14'b000_0001_000_0000; 
					53: tone <= 14'b000_0010_000_0000; 
					54: tone <= 14'b000_0100_000_0000; 
					55: tone <= 14'b000_0010_000_0000; 
					56: tone <= 14'b000_0001_000_0000; 
					57: tone <= 14'b000_0010_000_0000; 
					58: tone <= 14'b000_0100_000_0000; 
					59: tone <= 14'b000_0010_000_0000; 
					60: tone <= 14'b010_0000_000_0000; 
					61: tone <= 14'b010_0000_000_0000; 
			endcase	
	   end
	end
end
always@(clk_in or tone)       
begin
	case(tone)
		14'b000_0000_000_0000: clk_out <= 0;
		14'b000_0000_000_0001: clk_out <= low[0];
		14'b000_0000_000_0010: clk_out <= low[1];
		14'b000_0000_000_0100: clk_out <= low[2];
		14'b000_0000_000_1000: clk_out <= low[3];
		14'b000_0000_001_0000: clk_out <= low[4];
		14'b000_0000_010_0000: clk_out <= low[5];
		14'b000_0000_100_0000: clk_out <= low[6];
		14'b000_0001_000_0000: clk_out <= middle[0];
		14'b000_0010_000_0000: clk_out <= middle[1];
		14'b000_0100_000_0000: clk_out <= middle[2];
		14'b000_1000_000_0000: clk_out <= middle[3];
		14'b001_0000_000_0000: clk_out <= middle[4];
		14'b010_0000_000_0000: clk_out <= middle[5];
		14'b100_0000_000_0000: clk_out <= middle[6];
	endcase
end
always @(clk_in or clk_out)	clk_out2 <= clk_out;
ly_2257_7_2 show(
	.clk_in(clk_in),
	.Key(tone),
	.codeout(codeout)
);
endmodule

===== flow/run.sh =====
#!/bin/bash
# OpenROAD 26Q1-2900-gdf79404cd8, Yosys 0.63+post, stock flow scripts
make -C /OpenROAD-flow-scripts/flow DESIGN_CONFIG=/design/flow/config.mk WORK_HOME=/design/flow/orfs finish

==> impl_metrics.json <==
{
  "worst_slack_ns": 0.4796,
  "ys_ff": 338,
  "critPathArrivalTime_ns": 2.96,
  "drcViolationCount": 0,
  "ios": 41,
  "gr-usage-met3_pct": 3.563,
  "synth-xor-area-share_pct": 10.90,
  "power.share.combinational_pct": 4.2,
  "viasPerCell": 4.372,
  "layout_min_cycle_time_ns": 3.820,
  "skew_ns": 0.01482,
  "wl_mm": 26.73,
  "ys_async_sr_fraction_pct": 99.70,
  "grt_busiest_layer": "met1",
  "aoi_share_pct": 6.328,
  "p_per_area_mw_per_mm2": 385.6,
  "postLayoutCellArea_mm2": 0.01740,
  "vdd_ir_drop_max_mv": 0.2333,
  "ys_sh_simple_pct": 18.62,
  "setup_viol": 0,
  "grt_first_pass_wirelength_mm": 46.24,
  "critPathRequiredTime_ns": 3.44,
  "clockPowerShare_pct": 46.5,
  "power.total_mw": 6.709,
  "dieArea_mm2": 0.05019,
  "clk_pin_slew_ns": 0.06,
  "rr_endpoint": "play.l4.clk_div$_DFFE_PN0N_",
  "hold_viol": 0,
  "p_sw_share_pct": 22.23,
  "worst-setup-path-type": "reg2out",
  "top_logic_kind": "simple AND/OR/NAND/NOR gates",
  "grt-ovfl-total": 0,
  "rows": 81,
  "status": "finished clean",
  "htreeDepth": 2,
  "min_path_type": "in2async",
  "final_antenna_net_count": 0,
  "ff2ff_setup_slack_ns": 2.03,
  "unclocked_pins": 9,
  "enable_flop_cells": 0,
  "final_layout_size_suffix_gt1_share_pct": 5.253,
  "report.final.slew_viol_count": 0,
  "leakagePower_nw": 7.360,
  "io_buffers": 40,
  "grt_pass1_vias": 9420,
  "die_h_um": 224.0,
  "grtUsageTotal_pct": 11.53,
  "num_vias": 9732,
  "antenna_found_initial": 4,
  "grt_max_degree": 125,
  "synthAdderAreaFrac_pct": 3.113,
  "yosys_area_mm2": 0.01479,
  "ff_latch_area_mm2": 0.008448,
  "area_delta_synth_final_pct": 17.64,
  "wire_per_inst_um": 12.01,
  "cp_max_fo": 9,
  "cts_tree": "done",
  "hpwlAfterDp_mm": 17.67,
  "lay_top_cells": "dfrtp_1 (337), nor2_1 (275), xor2_1 (114)",
  "yosysWarnings": 18,
  "p_int_mw": 5.217,
  "final_layout_top_logic_cell": "dfrtp_1",
  "cp-end-kind": "primary output",
  "fill_cells": 4656,
  "rsz0062_at_grt": "no",
  "critPathLaunchType": "register",
  "avgSynthCellArea_um2": 10.50,
  "max_freq_ghz": 0.2618,
  "clockBufferDepth": 3,
  "firstDrtPassIters": 5,
  "place_ws_ns": 0.9030,
  "core_mm2": 0.04875,
  "maxSlewHeadroom_pct": 49.19,
  "place.gp.congestion": 0.8651,
  "cts-root-buf": "clkbuf_16",
  "yosysCellCount": 1408,
  "cts_inserted_buffers": 36,
  "maxCapViolCount": 0,
  "postCtsSetupRepairBufs": 0,
  "netlist_area_mm2": 0.01479,
  "place_area_mm2": 0.01617,
  "finalClockPeriodUsage_pct": 88.85,
  "floorplan.core_util_pct": 30.34,
  "use_met1_pct": 17.74,
  "max_slew.worst_pin.slew_ns": 0.7552,
  "dieWidth_um": 224.0,
  "p_switching_mw": 1.492,
  "synthFlopType": "dfrtp_1",
  "timing.setup.tns_ns": 0,
  "met2_usage_pct": 16.51,
  "seqPwrFrac_pct": 49.3,
  "area.combinational_mm2": 0.006147,
  "netlist-cell-type-count": 67,
  "drt_iter0_drc": 791,
  "timing.rr.start": "play.l4.count[0]$_DFF_PN0_",
  "untimed_endpoints": 11,
  "synth_cells": 1408,
  "r2r_cells": 7,
  "synthMuxAreaShare_pct": 0.1354,
  "insertion_delay_ns": 0.54,
  "warnings": 56
}
## through the flow
stage | hold slack, ns | utilization (%) | std cells
floorplan | 0.4244 | - | 1504
global placement | 0.4402 | 33.16 | 2160
detailed placement | 0.4523 | 33.16 | 2160
CTS | 0.2840 | 35.68 | 2225
global route | 0.3027 | 35.69 | 2225
finish | 0.2617 | 35.69 | 2226
## cell type report
type | count | share of cell area, %
Clock inverter | 15 | 1.122
Antenna cell | 1 | 0.01438
Clock buffer | 50 | 5.940
Timing Repair Buffer | 49 | 2.862
Tap cell | 664 | 4.775
Sequential cell | 338 | 48.55
Multi-Input combinational cell | 1044 | 35.33
Inverter | 65 | 1.402
## power groups by stage
stage         Combinational, mW  Clock [mW]  Sequential, mW
finish                    0.280        3.12            3.31
global route              0.322        3.37            3.32
CTS                       0.290        3.23            3.31
## what timing repair did
| item | CTS | global route |
|---|---|---|
| setup endpoints to repair | 0 | 1 |
| resized | 0 | 1 |
| hold buffers | 0 | 0 |
## logic make-up after synthesis
logic type / count (synthesis)
other cells: 1
mux: 2
flops: 337
fa+ha+maj: 37
simple gates: 593
latches: 1
xor+xnor: 184
compound gates: 131
buf+inv: 122
## worst max-delay path, cell delays in order (launching register included)
cell and delay, ns:
dfrtp_1 0.47, nor2_1 0.46, o211ai_1 0.17, a2111oi_1 0.66, buf_4 0.21, clkdlybuf4s50_1 0.45
## synthesized netlist by cell type (6+ instances only)
master	n	area, um^2
a21oi_1	19	95.09
a22o_1	8	70.07
a31oi_1	15	93.84
and2_1	6	37.54
and3_1	32	200.2
buf_2	7	35.03
buf_4	16	120.1
clkbuf_1	29	108.9
dfrtp_1	337	8433
ha_1	36	450.4
inv_1	65	244.0
nand2_1	75	281.5
nand2b_1	9	56.30
nand3_1	83	415.4
nand3b_1	6	45.04
nand4_1	27	168.9
nor2_1	275	1032
nor3_1	19	95.09
nor4_1	32	200.2
o2111ai_1	6	52.55
o21ai_0	21	105.1
o31ai_1	7	52.55
xnor2_1	70	613.1
xor2_1	114	998.5
## layer usage
metal  share of wire [%]  up-vias
met3                 7.1       40
met2                  42      156
met5                0.15        -
met1                  49     4653
met4                 2.0        6
li1                    -     4877
## worst max path at each step
stage | start | end | slack (ns) | cells past startpoint
final | play.tone[6]$_DFFE_PN0P_ | codeout[5] | 0.48 | 5
after global routing | play.tone[6]$_DFFE_PN0P_ | codeout[5] | 0.19 | 5
after CTS | play.tone[6]$_DFFE_PN0P_ | codeout[5] | 0.30 | 5
No activity file was given, so power comes from the tool's default toggle rates.
